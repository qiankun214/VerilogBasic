==> /design/flow/design.v <==
module fifo_control #(
	parameter WIDTH = 8,
	parameter DEPTH_LOG = 8
)(
	input clk,     
	input rst_n,   
	input fifo_write_req,
	input [WIDTH - 1:0]fifo_write_data,
	output reg fifo_full,
	input fifo_read_req,
	output reg fifo_empty,
	output reg ram_write_req,
	output reg [DEPTH_LOG - 1:0]ram_write_addr,
	output reg [WIDTH - 1:0]ram_write_data,
	output reg [DEPTH_LOG - 1:0]ram_read_addr
);
reg [DEPTH_LOG - 1:0]write_point,read_point;
wire almost_full = (write_point == read_point - 1'b1)?1'b1:1'b0;
wire almost_empty = (write_point == read_point + 1'b1)?1'b1:1'b0;
always @(posedge clk or negedge rst_n) begin
	if(~rst_n) begin
		write_point <= 'b0;
		ram_write_req <= 'b0;
	end else if((!fifo_full || fifo_read_req) && fifo_write_req) begin
		write_point <= write_point + 1'b1;
		ram_write_req <= 1'b1;
	end else begin
		ram_write_req <= 'b0;
	end
end
always @ (posedge clk or negedge rst_n) begin
	if(~rst_n) begin
		fifo_full <= 'b0;
	end else if(fifo_read_req && fifo_write_req) begin
		fifo_full <= fifo_full;
	end else if(fifo_read_req) begin
		fifo_full <= 'b0;
	end else if(almost_full && fifo_write_req) begin
		fifo_full <= 'b1;
	end
end
always @ (posedge clk or negedge rst_n) begin
	if(~rst_n) begin
		ram_write_data <= 'b0;
		ram_write_addr <= 'b0;
	end else begin
		ram_write_data <= fifo_write_data;
		ram_write_addr <= write_point;
	end
end
always @ (posedge clk or negedge rst_n) begin
	if(~rst_n) begin
		read_point <= 'b0;
		ram_read_addr <= 'b0;
	end else if(!fifo_empty && fifo_read_req) begin
		read_point <= read_point + 1'b1;
		ram_read_addr <= read_point;
	end
end
always @ (posedge clk or negedge rst_n) begin
	if(~rst_n) begin
		fifo_empty <= 1'b1;
	end else if(fifo_read_req && fifo_write_req) begin
		fifo_empty <= fifo_empty;
	end else if(fifo_write_req) begin
		fifo_empty <= 1'b0;
	end else if(almost_empty && fifo_read_req) begin
		fifo_empty <= 1'b1;
	end
end
endmodule
module fifo_top #(
	parameter WIDTH = 8,
	parameter DEPTH_LOG = 8
)(
	input clk,     
	input rst_n,   
	input fifo_write_req,
	input [WIDTH - 1:0]fifo_write_data,
	output fifo_full,
	input fifo_read_req,
	output fifo_empty,
	output [WIDTH - 1:0]ram_read_data
);
wire ram_write_req;
wire [DEPTH_LOG - 1:0]ram_write_addr,ram_read_addr;
wire [WIDTH - 1:0]ram_write_data;
fifo_control #(
	.WIDTH    (WIDTH),
	.DEPTH_LOG(DEPTH_LOG)
) u_u_fifo_control (
	.clk            (clk),
	.rst_n          (rst_n),
	.fifo_write_req (fifo_write_req),
	.fifo_write_data(fifo_write_data),
	.fifo_full      (fifo_full),
	.fifo_read_req  (fifo_read_req),
	.fifo_empty     (fifo_empty),
	.ram_write_req  (ram_write_req),
	.ram_write_addr (ram_write_addr),
	.ram_write_data (ram_write_data),
	.ram_read_addr  (ram_read_addr)
);
pkg_dual_ram #(
	.WIDTH    (WIDTH),
	.DEPTH_LOG(DEPTH_LOG)
) u_u_fifo_ram (
	.clk           (clk),
	.rst_n         (rst_n),
	.ram_write_req (ram_write_req),
	.ram_write_addr(ram_write_addr),
	.ram_write_data(ram_write_data),
	.ram_read_addr (ram_read_addr),
	.ram_read_data (ram_read_data)
);
endmodule
module model_dual_ram #(
	parameter WIDTH = 8,
	parameter DEPTH_LOG = 8
)(
	input clk,     
	input rst_n,
	input ram_write_req,
	input [DEPTH_LOG - 1:0]ram_write_addr,
	input [WIDTH - 1:0]ram_write_data,
	input [DEPTH_LOG - 1:0]ram_read_addr,
	output [WIDTH - 1:0]ram_read_data
);
reg [WIDTH - 1:0]ram[2 ** DEPTH_LOG - 1:0];
always @(posedge clk) begin
	if(ram_write_req) begin
		ram[ram_write_addr] <= ram_write_data;
	end
end
assign ram_read_data = ram[ram_read_addr];
endmodule
module pkg_dual_ram #(
	parameter WIDTH = 8,
	parameter DEPTH_LOG = 8
)(
	input clk,     
	input rst_n,
	input ram_write_req,
	input [DEPTH_LOG - 1:0]ram_write_addr,
	input [WIDTH - 1:0]ram_write_data,
	input [DEPTH_LOG - 1:0]ram_read_addr,
	output [WIDTH - 1:0]ram_read_data
);
model_dual_ram #(
	.WIDTH(WIDTH),
	.DEPTH_LOG(DEPTH_LOG)
) u_ram_model (
	.clk(clk),     
	.rst_n(rst_n),
	.ram_write_req(ram_write_req),
	.ram_write_addr(ram_write_addr),
	.ram_write_data(ram_write_data),
	.ram_read_addr(ram_read_addr),
	.ram_read_data(ram_read_data)
);
endmodule
==> /design/flow/run.sh <==
#!/bin/bash
# OpenROAD 26Q1-2900-gdf79404cd8, Yosys 0.63+post, stock flow scripts
make -C /OpenROAD-flow-scripts/flow DESIGN_CONFIG=/design/flow/config.mk WORK_HOME=/design/flow/orfs finish
==> /design/flow/config.mk <==
export PLATFORM = sky130hd
export DESIGN_NAME = fifo_top
export DESIGN_NICKNAME = fifo_top
export VERILOG_FILES = /design/flow/design.v
export SDC_FILE = /design/flow/constraint.sdc
export NUM_CORES = 4
export LEC_CHECK = 1
export CORE_UTILIZATION = 50
==> /design/flow/constraint.sdc <==
current_design fifo_top

set clk_period 51.7
set clk_io_pct 0.2

create_clock -name clk0 -period $clk_period [get_ports {clk}]

set non_clock_inputs [all_inputs -no_clocks]
set_input_delay [expr $clk_period * $clk_io_pct] -clock clk0 $non_clock_inputs
set_output_delay [expr $clk_period * $clk_io_pct] -clock clk0 [all_outputs]
==> reports/results.txt <==
Total gr overflow = 0
Sw frac = 0.311
Final setup fails = 0
DIE HEIGHT = 406 um
Largest net degree at the start of global routing = 128
Worst-Skew Late Latency = 830 ps
Fmax = 55.5 MHz
Async S/R FF share, synth = 0.0206
Hold Path End = u_u_fifo_control.ram_write_addr[7]$_DFF_PN0_
Resized Gates After CTS = 0
Setup bufs post-CTS = 0
Top Layout Cells = edfxtp_1 (2048), mux4_2 (409), nor2_1 (301), buf_4 (215), clkbuf_16 (207)
P per Cell Area = 50.0 nW/um^2
Final min period = 18020 ps
Crit path required time = 41360 ps
Flop-to-flop setup slack = 48130 ps
WHS Path Cells = 0
FP Rows = 147
ANT nets after route = 0
Crit-path slowest cell = dfrtp_4
Comb area leader = multiplexers
Max incr delay on CP = 850 ps
Crit-path cells = buf_12 -> buf_4 -> buf_4 -> buf_4 -> buf_4 -> mux4_2 -> a22o_1 -> a221oi_1 -> o22ai_1 -> nor3_1 -> nor4_2 -> buf_4 -> clkdlybuf4s50_1
Initial antenna violation count = 2
DP Worst Slack = 34460 ps
Reg-to-reg endpoint = u_u_fifo_ram.u_ram_model.ram[108][3]$_DFFE_PP_
CTS Buf Count = 205
Final hold vios = 0
Routability Congestion = 0.906
Clock transition at the registers of the reported paths = 60 ps
Mean Syn Cell Area = 20.4 sq um
DRC viols = 0
Area growth from synthesis to layout = 11.4%
Post-route setup slack = 33680 ps
OpenROAD warning count = 30
Clk_skew = 31.4 ps
Root Driver = clkbuf_16
Clk buf depth = 3
Slew margin rel. = 0.332
CP Capture Type = output port
Reg-to-reg startpoint = u_u_fifo_control.ram_write_addr[1]$_DFF_PN0_
Reg area = 62600 sq um
Status = complete, no violations
Post-Route WL = 200 mm
Min-Delay Startpoint = u_u_fifo_control.write_point[7]$_DFFE_PN0P_
Placed cell areas = 84700 sq um
Ys Warns = 2
Mux share = 0.139
Peak supply drop = 0.0000396 V
Initial drt markers = 2574
Die area = 165000 sq um
Yosys stat chip area = 81600 sq um
IO buf count = 21
Commonest Layout Cell = edfxtp_1
Basic Gates by Area = 0.0318
Fin Setup TNS = 0 ps
Num ports = 22
Cell Type Count = 64
Cell depth of the worst flop-to-flop path = 6
CTS tree = done
Flop pwr share = 0.428
Worst-path fanout max = 64
DRT Pass-1 Iters = 7
Period utilization = 0.349
EDFF count, synth = 2048
Critical path class = flip-flop to output port
Routed length per placed instance = 30.7 um
Vias = 39900
Comb power frac = 0.265
Xor/xnor share = 0.00311
Unrepaired setup endpoints after global routing = false
Yosys cell count = 3992
Hold Slack = 447 ps
Dpl hpwl = 122 mm
Max-Cap Viols = 0
CTS sink cnt = 2091
Aoi share = 0.0386
CP arrival = 7680 ps
Cells after synthesis = 3992
Core area = 161000 sq um
Seq/Total Area, Yosys = 0.767
Synthesized area = 81600 sq um
CTS H-tree lvls = 4
Vias in the first global route = 43500
Gr usage total = 0.281
Logic area = 17400 sq um
Final Cell Area = 90900 sq um
Fraction of layout cells with a size suffix above 1 = 0.217
Internal = 3130 uW
Clk network pwr share = 0.307
Initial Util = 0.506
Slew Limit Fails = 0
Adders+Majority by Area = 0.000460
First-pass GRT wire length = 294 mm
Slew @ Worst Pin = 999 ps
Critical path launch point type = flip-flop
Sw power = 1410 uW
#FFs+latches synth = 2091
Die width = 406 um
Hold_buf cts = 0
Main flop type = edfxtp_1
LEAKAGE = 0.0283 uW
Most used cell, CP = buf_4
Worst min path class = flip-flop to flip-flop
Fillers = 11800
Post-DR vias/cell = 6.13
## registers in the layout (all words and copies together) (netlist names)
| signal | flops |
|---|---|
| u_u_fifo_control.fifo_empty | 1 |
| u_u_fifo_control.fifo_full | 1 |
| u_u_fifo_control.ram_read_addr | 8 |
| u_u_fifo_control.ram_write_addr | 8 |
| u_u_fifo_control.ram_write_data | 8 |
| u_u_fifo_control.ram_write_req | 1 |
| u_u_fifo_control.read_point | 8 |
| u_u_fifo_control.write_point | 8 |
| u_u_fifo_ram.u_ram_model.ram | 2048 |
## metrics by stage
step / std cells / power (uW) / utilization
after detailed placement: 6141 / 3190 / 0.525
after CTS: 6513 / 4580 / 0.564
final: 6514 / 4540 / 0.564
after global routing: 6513 / 4720 / 0.564
after floorplan: 3992 / 2750 / -
after global placement: 6141 / 3190 / 0.525
## logic make-up after synthesis
| group | Yosys count |
|---|---|
| flip-flops | 2091 |
| multiplexers | 597 |
| AND/OR/NAND/NOR | 570 |
| AND-OR/OR-AND | 443 |
| buffers and inverters | 259 |
| XOR/XNOR | 29 |
| adder cells (fa/ha/maj) | 3 |
## cell type report
cell class | count | area share
antenna | 1 | 0.0000275
timing repair buffer | 240 | 0.0209
sequential | 2091 | 0.689
inverter | 8 | 0.000330
tap | 2160 | 0.0297
clock buffer | 257 | 0.0593
multi-input combinational | 1642 | 0.192
clock inverter | 115 | 0.00928
## metal layers
metal  share of wire  GRT usage
met3            0.16      0.192
met4           0.023     0.0493
met5          0.0011    0.00862
met2            0.47      0.394
met1            0.35      0.410
## worst max-delay path, delay by kind of cell, from the launching register on
kind                   cells  cell delay, ps
buffers and inverters      7            3540
AND/OR/NAND/NOR            2             960
flip-flops                 1             850
AND-OR/OR-AND              3             800
multiplexers               1             560
## power by group through the flow
stage | Combinational (uW) | Clock (uW) | Sequential, uW
4_1_cts | 1210 | 1420 | 1940
5_1_grt | 1290 | 1480 | 1950
6_report | 1200 | 1400 | 1940
## cells in the mapped netlist, types with 20 or more instances
master,instances,area [sq um]
nand4_1,30,188
nor2_1,302,1130
clkbuf_1,107,402
nor3_1,20,100
a21oi_1,96,480
o221ai_1,43,377
mux4_2,409,9210
edfxtp_1,2048,61500
a22oi_1,154,1160
nand3_1,45,225
buf_4,21,158
buf_2,63,315
nand2_1,82,308
mux2i_1,165,1650
buf_6,24,270
dfrtp_1,42,1050
nor2b_1,22,138
## how the worst max path moves through the flow
stage,start,depth (start not counted),endpoint,slack [ps]
4_1_cts,u_u_fifo_control.ram_read_addr[0]$_DFFE_PN0P_,13,ram_read_data[0],33540
5_1_grt,u_u_fifo_control.ram_read_addr[0]$_DFFE_PN0P_,13,ram_read_data[0],33150
6_report,u_u_fifo_control.ram_read_addr[0]$_DFFE_PN0P_,13,ram_read_data[0],33680
No activity file was given, so power comes from the tool's default toggle rates.
