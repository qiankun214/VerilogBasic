**flow/run.sh**
```bash
#!/bin/bash
# OpenROAD 26Q1-2900-gdf79404cd8, Yosys 0.63+post, stock flow scripts
make -C /OpenROAD-flow-scripts/flow DESIGN_CONFIG=/design/flow/config.mk WORK_HOME=/design/flow/orfs finish
```
**flow/config.mk**
```make
export PLATFORM = sky130hd
export DESIGN_NAME = regfile
export DESIGN_NICKNAME = regfile
export VERILOG_FILES = /design/flow/design.v
export SDC_FILE = /design/flow/constraint.sdc
export NUM_CORES = 4
export LEC_CHECK = 1
export CORE_UTILIZATION = 40
```
**flow/constraint.sdc**
```tcl
current_design regfile

set clk_period 5.9
set clk_io_pct 0.2

create_clock -name clk0 -period $clk_period [get_ports {clk}]

set non_clock_inputs [all_inputs -no_clocks]
set_input_delay [expr $clk_period * $clk_io_pct] -clock clk0 $non_clock_inputs
set_output_delay [expr $clk_period * $clk_io_pct] -clock clk0 [all_outputs]
```
**flow/design.v**
```verilog
module regfile(
	input clk,
	input rst_n,
	input we,
	input [4:0]	waddr,
	input [31:0]	wdata,
	input re1,
	input wire[4:0] raddr1,
	output reg[31:0] rdata1,
	input  re2,
	input [4:0]	raddr2,
	output reg[31:0] rdata2
);
reg [31:0]reg_group[32 - 1:0];
integer i;
always @(posedge clk or negedge rst_n) begin : proc_reg_group
	if(~rst_n) begin
		for (i = 0; i < 32; i = i + 1) begin
			reg_group[i] <= 'b0;
		end
	end else begin
		if(we == 1'b1) begin
			reg_group[waddr] <= wdata;
		end else begin
			reg_group[waddr] <= reg_group[waddr];
		end
	end
end
always @ (*) begin
	if(~rst_n) begin
		rdata1 = 32'h00000000;
	end else if(raddr1 == 'b0) begin
		rdata1 = 32'h00000000;
	end else if(re1 == 1'b1)begin
		if(raddr1 == waddr) begin
			rdata1 = wdata;
		end else begin
			rdata1 = reg_group[raddr1];
		end
	end else begin
		rdata1 = 32'h00000000;
	end
end
always @ (*) begin
	if(~rst_n) begin
		rdata2 <= 32'h00000000;
	end else if(raddr2 == 'b0) begin
		rdata2 = 32'h00000000;
	end else if(re2 == 1'b1)begin
		if(raddr2 == waddr) begin
			rdata2 = wdata;
		end else begin
			rdata2 = reg_group[raddr2];
		end
	end else begin
		rdata2 = 32'h00000000;
	end
end
endmodule  
```
==> impl_metrics.csv <==
group,metric,value,unit
drt,vias,70700,
clock_network,cts_max_path_buffers,3,
global_route,grt_max_degree,116,
worst_setup_path,cpMostUsedCell,"buf_4",
clock_network,numCtsBuffers,113,
logic_synthesis,top_cells_by_area,"dfrtp_1, a22oi_1, mux2_2, o21ai_0, nand2_1",
floorplanning,fp.dieH,381,µm
global_route,grt-ovfl-total,0,
worst_hold_path,hp-class,"primary input to async pin",
final_timing,worstMarginPinSlew,1.45,ns
final_timing,hold_viol,0,
global_route,gr-usage-all-layers,0.658,
clock_network,worstSkewPairLatency,0.79,ns
drt,avgViaCountPerCell,8.23,
run_status,status,"complete, but fails checks",
clock_network,htreeDepth,3,
layout,final-comb-area,30800,µm²
placed_design,dp_slack,-0.590,ns
power_and_ir_drop,p_leak,30.1,nW
power_and_ir_drop,seq_power_share,0.490,
logic_synthesis,ys.flops,992,
power_and_ir_drop,power_frac_comb,0.200,
layout,largestRegisters,"reg_group x992",
clock_network,hold_buffers,0,
floorplanning,pin_count,116,
drt,drc,0,
floorplanning,num_rows,138,
final_timing,setup_violations,21,
layout,fillerInstances,13100,
logic_synthesis,yosysCellCount,6351,
logic_synthesis,yosys.area.top_type,"dfrtp_1",
floorplanning,die_w,381,µm
final_timing,fmax,162,MHz
worst_setup_path,critPathCaptureType,"output port",
placed_design,dp_hpwl,312,mm
worst_setup_path,path_cells,"buf_2, and3b_1, buf_4, and2_2, buf_4, a22oi_1, nand4_1, nor4_1, o21ai_0, clkdlybuf4s50_1",
final_timing,finalCriticalPeriod,6.16,ns
clock_network,clk_pin_slew,0.07,ns
logic_synthesis,synthTopCellsByCount,"dfrtp_1, nand2_1, a22oi_1",
power_and_ir_drop,internal-power,0.0147,W
logic_synthesis,top_area_frac,0.431,
drt,dr.pass1.iters,14,
clock_network,cts_tree,"built",
layout,top_register,"reg_group",
power_and_ir_drop,switching_share,0.390,
final_timing,maxSlewHeadroom,0.0314,
power_and_ir_drop,switchingPower,0.00941,W
placed_design,io_buffers,115,
layout,regArea,24800,µm²
floorplanning,fp_util,0.405,
global_route,antenna_found_initial,88,
final_timing,fin_ws,-0.260,ns
worst_setup_path,cpPeakStageDelay,0.96,ns
floorplanning,core_area,142000,µm²
final_timing,period_used_share,1.04,
logic_synthesis,ys_async_sr_fraction,1.00,
drt,wl_per_cell,54.4,µm
drt,ant_nets,0,
logic_synthesis,edf_count,0,
final_timing,fin_worst_skew,0.0316,ns
drt,drtIter0Drc,11900,
logic_synthesis,avgSynthCellArea,9.06,µm²
global_route,first_global_vias,65000,
worst_setup_path,required,4.72,ns
logic_synthesis,syn_area,57500,µm²
global_route,grt_pass1_wl,612,mm
worst_setup_path,path_class,"primary input to output port",
placed_design,gp_congestion,1.17,
flow_run,cap_viol_max_count,0,
worst_setup_path,path_max_fanout,20,
clock_network,cts.sinks,992,
final_timing,drv_slew,0,
logic_synthesis,yosys-stat-area,57500,µm²
clock_network,cts_root_buf,"clkbuf_16",
logic_synthesis,synthMostInstantiatedCell,"dfrtp_1",
final_timing,rsz0062_at_grt,"yes",
logic_synthesis,yosysWarnings,2,
layout,area_growth,20.4,%
layout,fin_util,0.488,
layout,drive_gt1_frac,0.204,
power_and_ir_drop,power.density,348,nW/µm²
logic_synthesis,syn-instance-count,6351,
floorplanning,die-area,145000,µm²
worst_setup_path,startpoint_type,"primary input",
layout,largest_reg_flops,992,
power_and_ir_drop,peakVddDrop,0.000357,V
worst_setup_path,cp_slowest_cell,"and2_2",
power_and_ir_drop,p_clk_frac,0.310,
flow_run,warnings,40,
logic_synthesis,yosys_most_used_dff,"dfrtp_1",
logic_synthesis,ys_types,83,
logic_synthesis,yosysSeqAreaShare,0.431,
worst_setup_path,crit_arrival,4.98,ns
drt,wirelength,467,mm
run_status,violations,"setup timing",
-- logic make-up (layout without fill, tap and decap cells) --
kind of cell | after synthesis | after routing | synth area share
buf+inv | 716 | 934 | 0.0510
flops | 992 | 992 | 0.431
compound gates | 2134 | 2134 | 0.252
xor+xnor | 10 | 10 | 0.00152
other cells | 0 | 136 | 0
mux | 412 | 412 | 0.0791
simple gates | 2087 | 2087 | 0.185
-- critical path: cells and delay by family --
family	cells	cell delay [ns]
buffers and inverters	4	1.72
and+or+nand+nor	4	1.39
AOI/OAI and AO/OA	2	0.62
-- layout make-up --
type	count	area share
Antenna cell	136	0.00491
Clock buffer	154	0.0463
Clock inverter	51	0.00905
Inverter	15	0.000813
Multi-Input combinational cell	4643	0.445
Sequential cell	992	0.358
Tap cell	1890	0.0341
Timing Repair Buffer	714	0.102
-- placed cells by master, fill, tap and decap left out, types with 26 or more instances in the layout --
cell,count
nand3_1,261
diode_2,136
clkbuf_16,116
mux2_2,329
nor2_4,36
o22ai_1,27
a22o_1,48
a2111oi_0,143
a22oi_1,785
mux2i_1,81
nand2_2,27
o21ai_0,645
dfrtp_1,992
o21ai_1,169
and2_2,38
a222oi_1,26
nand2b_1,36
nand2_1,801
a32oi_1,67
nor4_1,54
buf_12,117
nor2_1,30
and3_1,425
a21oi_1,69
a221oi_1,30
nand4_1,187
clkdlybuf4s50_1,98
buf_4,486
-- per-layer routing --
layer | up-vias | part of all wire | track usage
met2 | 8469 | 0.36 | 0.778
met1 | 34400 | 0.33 | 0.752
met5 | - | 0.0033 | 0.133
met3 | 3164 | 0.19 | 0.528
met4 | 68 | 0.11 | 0.512
li1 | 24700 | - | -
-- power groups by stage --
stage | logic, W | registers (W) | clock network (W)
after CTS | 0.00455 | 0.0115 | 0.00747
final | 0.00484 | 0.0118 | 0.00748
after global routing | 0.00503 | 0.0117 | 0.00771
-- repair_timing --
| action | in CTS | in global routing |
|---|---|---|
| buffers inserted | 0 | 0 |
| pin swaps | 0 | 0 |
| gates resized | 7 | 13 |
| endpoints found under the setup margin | 5 | 7 |
| hold endpoints to repair | 0 | 0 |
-- final timing paths --
kind / startpoint / to / slack, ns / depth (start not counted)
worst min register to register: reg_group[16][13] / reg_group[16][13] / 0.53 / 2
worst min-delay path: rst_n / reg_group[7][26] / 0.26 / 1
max in group asynchronous: rst_n / reg_group[1][9] / 1.79 / 6
worst max-delay path: raddr2[2] / rdata2[25] / -0.26 / 10
worst max register to register: reg_group[4][6] / reg_group[24][6] / 2.44 / 7
min in group clk0: reg_group[16][13] / reg_group[16][13] / 0.53 / 2
-- metrics by stage --
step                hold WS, ns  total power [W]  setup TNS (ns)  area [µm²]  cells
floorplan                 0.469           0.0126               0       57500   6351
global placement          0.505           0.0160           -1.46       65000   8254
detailed placement        0.517           0.0161          -0.851       65000   8254
CTS                       0.270           0.0235               0       68900   8459
global route              0.289           0.0245         -0.0271       69000   8485
finish                    0.264           0.0241           -1.62       69300   8595
No activity file was given, so power comes from the tool's default toggle rates.
