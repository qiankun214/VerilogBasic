<file path="./run.sh">
#!/bin/bash
# OpenROAD 26Q1-2900-gdf79404cd8, Yosys 0.63+post, stock flow scripts
make -C /OpenROAD-flow-scripts/flow DESIGN_CONFIG=/design/flow/config.mk WORK_HOME=/design/flow/orfs finish
</file>
<file path="./config.mk">
export PLATFORM = sky130hd
export DESIGN_NAME = shift_adder
export DESIGN_NICKNAME = shift_adder
export VERILOG_FILES = /design/flow/design.v
export SDC_FILE = /design/flow/constraint.sdc
export NUM_CORES = 4
export LEC_CHECK = 1
export CORE_AREA = 10 10 109 109
export DIE_AREA = 0 0 119 119
</file>
<file path="./constraint.sdc">
current_design shift_adder

set clk_period 2.8
set clk_io_pct 0.2

create_clock -name clk0 -period $clk_period [get_ports {clk}]

set non_clock_inputs [all_inputs -no_clocks]
set_input_delay [expr $clk_period * $clk_io_pct] -clock clk0 $non_clock_inputs
set_output_delay [expr $clk_period * $clk_io_pct] -clock clk0 [all_outputs]
</file>
<file path="./design.v">
module adder_layer #(
	parameter ADDER_NUM = 4,
	parameter ADDER_WIDTH = 8
)(
	input clk,     
	input rst_n,   
	input [ADDER_NUM * ADDER_WIDTH * 2 - 1:0]adder_din,
	output [ADDER_NUM * (ADDER_WIDTH + 1) - 1:0]adder_dout
);
genvar i;
generate
	for(i = 0;i < ADDER_NUM;i = i + 1) begin:adder_layer_gen
		wire [ADDER_WIDTH - 1:0]add1 = adder_din[2 * i * ADDER_WIDTH +: ADDER_WIDTH];
		wire [ADDER_WIDTH - 1:0]add2 = adder_din[(2 * i + 1) * ADDER_WIDTH +: ADDER_WIDTH];
		wire [ADDER_WIDTH:0]sum = add1 + add2;
		reg [ADDER_WIDTH:0]sum_reg;
		always @ (posedge clk or negedge rst_n) begin
			if(~rst_n) begin
				sum_reg <= 'b0;
			end else begin
				sum_reg <= sum;
			end
		end
		assign adder_dout[i * (ADDER_WIDTH + 1) +: ADDER_WIDTH + 1] = sum_reg;
	end
endgenerate
endmodule
module adder_tree #(
	parameter LAYER_NUM = 4,
	parameter MIN_ADDER_WIDTH = 8
)(
	input clk,     
	input rst_n,   
	input [(2 ** LAYER_NUM) * MIN_ADDER_WIDTH - 1:0]adder_din,
	output [LAYER_NUM + MIN_ADDER_WIDTH - 1:0]adder_dout
);
genvar i;
generate
	for(i = LAYER_NUM;i > 0;i = i - 1)begin:adder_layer_def
		wire [(2 ** i) * (MIN_ADDER_WIDTH + LAYER_NUM - i) - 1:0]layer_din;
		wire [2 ** (i - 1) * (MIN_ADDER_WIDTH + LAYER_NUM - i + 1) - 1:0]layer_dout;
		if(i == LAYER_NUM) begin
			assign layer_din = adder_din;
		end else begin
			assign layer_din = adder_layer_def[i + 1].layer_dout;
		end
		adder_layer # (
			.ADDER_NUM(2 ** (i - 1)),
			.ADDER_WIDTH(MIN_ADDER_WIDTH + LAYER_NUM - i)
		) u_adder_layer (
			.clk(clk),     
			.rst_n(rst_n),   
			.adder_din(layer_din),
			.adder_dout(layer_dout)
		);
	end
endgenerate
assign adder_dout = adder_layer_def[1].layer_dout;
endmodule
module parallel_shifter #(
	parameter WIDTH = 4
)(
	input clk,     
	input rst_n,   
	input mult_valid,
	input [WIDTH - 1:0]mult1,mult2,
	output [(WIDTH ** 2) * 2 - 1:0]shift_dout
);
genvar a;
generate
	for (a = 0; a < WIDTH; a = a + 1) begin:shifter_layer
		shift_unit #(
			.WIDTH(WIDTH),
			.SHIFT_NUM(a)
		) u_shift_unit (
			.clk(clk),     
			.rst_n(rst_n),   
			.shift_valid(mult_valid),
			.shift_mask(mult2[a]),
			.shift_din(mult1),
			.shift_dout(shift_dout[a * 2 * WIDTH +: 2 * WIDTH])
		);
	end
endgenerate
endmodule
module shift_adder #(
	parameter LOG2_WIDTH = 2
)(
	input clk,     
	input rst_n,   
	input [2 ** LOG2_WIDTH - 1:0]mult1,mult2,
	input din_valid,
	output [(2 ** LOG2_WIDTH) * 2 - 1:0]dout
);
parameter WIDTH = 2 ** LOG2_WIDTH;
wire [(WIDTH ** 2) * 2 - 1:0]shift_dout;
parallel_shifter #(
	.WIDTH(WIDTH)
) u_parallel_shifter (
	.clk(clk),     
	.rst_n(rst_n),   
	.mult_valid(din_valid),
	.mult1(mult1),
	.mult2(mult2),
	.shift_dout(shift_dout)
);
wire [LOG2_WIDTH + 2 * WIDTH:0]adder_dout;
adder_tree #(
	.LAYER_NUM(LOG2_WIDTH),
	.MIN_ADDER_WIDTH(2 * WIDTH)
) u_adder_tree (
	.clk(clk),     
	.rst_n(rst_n),   
	.adder_din(shift_dout),
	.adder_dout(adder_dout)
);
assign dout = adder_dout[WIDTH * 2 - 1:0];
endmodule
module shift_unit #(
	parameter WIDTH = 4,
	parameter SHIFT_NUM = 0
)(
	input clk,     
	input rst_n,   
	input shift_valid,
	input shift_mask,
	input [WIDTH - 1:0]shift_din,
	output reg [2 * WIDTH - 1:0]shift_dout
);
wire [2 * WIDTH - 1:0]shift_din_ext;
assign shift_din_ext = {(WIDTH)'(0),shift_din};
always @ (posedge clk or negedge rst_n) begin
	if(~rst_n) begin
		shift_dout <= 'b0;
	end else if((shift_valid == 1'b1) && (shift_mask == 1'b1)) begin
		shift_dout <= shift_din_ext << SHIFT_NUM;
	end else begin
		shift_dout <= 'b0;
	end
end
endmodule
</file>
==> results.json <==
{
  "gp_congestion": 0.724,
  "fmax_ghz": 0.601,
  "xor_area_frac": 0.0506,
  "final_layout_size_suffix_gt1_frac": 0.0909,
  "slowest_stage": "clkdlybuf4s50_1",
  "final_util": 0.190,
  "placed_area_um2": 1730,
  "warning_count": 25,
  "dieArea_um2": 14200,
  "die-width_um": 119,
  "crit_path_cell_trace": "clkdlybuf4s50_1",
  "num_io_pins": 19,
  "root_buffer": "clkbuf_8",
  "adder_share": 0.134,
  "synth_area_leader_cell": "dfrtp_1",
  "grt-ovfl-total": 0,
  "fp-utilization": 0.144,
  "fin_cells": 254,
  "vias": 708,
  "htreeDepth": 2,
  "grt_max_degree": 37,
  "combPwrFrac": 0.089,
  "finalHoldViolCount": 0,
  "cpPeakStageDelay_ns": 0.47,
  "cts_resized": 0,
  "cts_hold_buffers": 0,
  "antenna_found_initial": 0,
  "grt_pass1_wl_mm": 3.98,
  "syn_to_final_growth_pct": 31.9,
  "ys_cells": 95,
  "yosys_warnings": 7,
  "p_leak_nw": 0.926,
  "p_int_mw": 0.799,
  "dpl.cell_count": 246,
  "logic_family": "adder cells",
  "syn_inst": 95,
  "setup-tns-final_ns": 0,
  "grt_setup_unrepaired": "false",
  "io_buffers": 18,
  "cts_tree": "done",
  "grt_usage": 0.0328,
  "grt_pass1_vias": 829,
  "cts.sinks": 36,
  "p_seq_frac": 0.556,
  "tightestPinTransition_ns": 0.419,
  "yosys_area_um2": 1390,
  "first_pass_iters": 5,
  "power.switching_mw": 0.214,
  "ant_nets": 0,
  "synth_cell_types": 17,
  "worstSkewPairLatency_ns": 0.28,
  "postCtsSetupBuffers": 0,
  "simple_gate_share": 0.0912,
  "crit_family": "buffers and inverters",
  "vdd_drop_max_v": 0.000277,
  "post-dp-hpwl_mm": 1.64,
  "design_area_um2": 1830,
  "start_kind": "flop",
  "ys_sh_aoi": 0.0569,
  "clk_pin_slew_ns": 0.07,
  "fin_total_pwr_mw": 1.01,
  "syn_area_um2": 1390,
  "avgViaCountPerCell": 2.79,
  "p_per_area_nw_per_um2": 554,
  "drc": 0,
  "drtIter0Drc": 37,
  "period_used_share": 0.594,
  "holdCritPathClass": "reg2reg",
  "cts_buffers": 5,
  "maxCapViolCount": 0,
  "finClkSkew_ns": 0.00520,
  "top_area_frac": 0.650,
  "worst-path-buf-inv": 1,
  "status": "finished clean",
  "avgSynthCellArea_um2": 14.6,
  "end_kind": "output port",
  "critPathRequiredTime_ns": 2.24,
  "finalSetupViolCount": 0,
  "diodes": 0,
  "core_um2": 9640,
  "slew_headroom": 0.721,
  "netlist_top_cells_area": "dfrtp_1 65%, ha_1 9.0%, and3_1 7.2%",
  "p_clk_frac": 0.355,
  "postSynthSeqShare": 0.650,
  "mux_share": 0,
  "cts_buffer_depth": 2,
  "crit_type": "reg2out",
  "slew_violations": 0,
  "routed_wirelength_mm": 2.09,
  "die_h_um": 119,
  "rows": 36,
  "swShare": 0.211,
  "wl_per_cell_um": 8.22,
  "arrival_ns": 1.10,
  "synth_flops": 36,
  "critPathMaxFanout": 1,
  "period_minus_slack_ns": 1.66
}
layer usage:
metal  up-vias  part of all wire  global-route usage  wire [µm]
met5         -                 0                   0          0
met4         0             0.034             0.00916         72
met3         6             0.056              0.0101        118
met2        22              0.36              0.0450        759
met1       309              0.54              0.0487       1140
li1        371                 -                   -          -
Yosys cell counts, drive strengths merged:
cell / number
xor2: 4
a21oi: 5
fa: 3
o21bai: 1
buf: 1
o211ai: 1
inv: 5
a21o: 3
o21a: 1
xnor2: 4
nand2: 1
nor2b: 2
and3: 16
nand3: 2
dfrtp: 36
ha: 10
final cells by class:
class / count / area [µm²]
Sequential cell: 36 / 901
Timing Repair Buffer: 19 / 188
Fill cell: 1057 / 7810
Clock inverter: 2 / 10.0
Tap cell: 133 / 166
Multi-Input combinational cell: 53 / 460
Clock buffer: 6 / 82.6
Inverter: 5 / 18.8
cells in the final DEF, fill, tap and decap left out:
master / instances
clkdlybuf4s50_1: 18
nand3_1: 2
and3_1: 16
o21a_1: 1
clkbuf_8: 6
dfrtp_1: 36
clkinv_2: 2
xnor2_1: 4
fa_1: 3
ha_1: 10
a21o_1: 3
o21bai_1: 1
a21oi_2: 1
xor2_1: 4
inv_1: 5
nand2_1: 1
buf_4: 1
o211ai_2: 1
a21oi_1: 4
nor2b_1: 2
power groups by stage:
stage	Sequential (mW)	Combinational [mW]	Clock (mW)
6_report	0.563	0.0900	0.359
5_1_grt	0.566	0.105	0.402
4_1_cts	0.564	0.0927	0.374
cells by family after synthesis:
group / after synthesis
flops: 36
xor+xnor: 8
fa+ha+maj: 13
buf+inv: 6
simple gates: 21
compound gates: 11
worst paths after layout:
| kind | startpoint | end | slack, ns | depth (start not counted) |
|---|---|---|---|---|
| setup / recovery | flop | dout[6] | 1.14 | 1 |
| min in group asynchronous | rst_n | async pin | 0.69 | 2 |
| hold reg to reg | flop | flop | 0.35 | 0 |
| hold / removal | flop | flop | 0.35 | 0 |
| setup reg to reg | flop | flop | 1.18 | 5 |
| max in group asynchronous | rst_n | async pin | 1.81 | 2 |
metrics by stage:
stage | hold WS [ns] | worst slack, ns
6_report | 0.348 | 1.14
5_1_grt | 0.356 | 1.06
4_1_cts | 0.350 | 1.11
3_5_place_dp | 0.335 | 1.19
3_3_place_gp | 0.339 | 1.21
2_1_floorplan | 0.264 | 1.25
No activity file was given, so power comes from the tool's default toggle rates.
